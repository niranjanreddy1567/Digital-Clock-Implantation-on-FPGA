==> flow/design.v <==
module bin2bcd(
   input [13:0] bin,
   output reg [15:0] bcd
   );
integer i;
always @(bin) begin
    bcd=0;		 	
    for (i=0;i<14;i=i+1) begin					 
        if (bcd[3:0] >= 5) bcd[3:0] = bcd[3:0] + 3;		 
	if (bcd[7:4] >= 5) bcd[7:4] = bcd[7:4] + 3;
	if (bcd[11:8] >= 5) bcd[11:8] = bcd[11:8] + 3;
	if (bcd[15:12] >= 5) bcd[15:12] = bcd[15:12] + 3;
	bcd = {bcd[14:0],bin[13-i]};				 
    end
end
endmodule
==> flow/run.sh <==
#!/bin/bash
# OpenROAD 26Q1-2900-gdf79404cd8, Yosys 0.63+post, stock flow scripts
make -C /OpenROAD-flow-scripts/flow DESIGN_CONFIG=/design/flow/config.mk WORK_HOME=/design/flow/orfs finish
==> flow/config.mk <==
export PLATFORM = sky130hd
export DESIGN_NAME = bin2bcd
export DESIGN_NICKNAME = bin2bcd
export VERILOG_FILES = /design/flow/design.v
export SDC_FILE = /design/flow/constraint.sdc
export NUM_CORES = 4
export LEC_CHECK = 1
export CORE_AREA = 10 10 108 108
export DIE_AREA = 0 0 118 118
==> flow/constraint.sdc <==
current_design bin2bcd

set clk_period 15.8
set clk_io_pct 0.2

create_clock -name clk0 -period $clk_period

set non_clock_inputs [all_inputs -no_clocks]
set_input_delay [expr $clk_period * $clk_io_pct] -clock clk0 $non_clock_inputs
set_output_delay [expr $clk_period * $clk_io_pct] -clock clk0 [all_outputs]
==> flow_metrics.tcl <==
# yosys + openroad results
set metrics [dict create \
    grt_pass1_vias 3807 \
    initial_utilization 0.428 \
    finalSetupViolCount 0 \
    dr_wl_met3_um 224 \
    critPathLaunchType "primary input" \
    portBuffers 28 \
    final_cells 746 \
    path_max_fanout 6 \
    drt-met1-wl_um 5350 \
    crit_path_frequent_cell "inv_1" \
    drt.antenna.violating_nets 0 \
    min_to "bcd[0]" \
    worstPathArrival_ns 12.14 \
    diodes 0 \
    antenna_found_initial 0 \
    overflow 0 \
    crit_required_ns 12.64 \
    totalWireLength_um 10500 \
    die_area_um2 13900 \
    log.warning_count 37 \
    die_w_um 118 \
    dp.cells 721 \
    io_pins 30 \
    yosysWarnings 1 \
    max_stage_delay_ns 0.48 \
    avgSynthCellArea_um2 7.01 \
    dpl.hpwl_um 7740 \
    gr-usage-all-layers 0.137 \
    hp-start "bin[0]" \
    worst_slack_ns 0.497 \
    drtPass1Iterations 5 \
    layout_top_cells "nor2_1 (56), buf_4 (45), nand2_1 (40)" \
    syn_area_um2 3980 \
    crit_type "primary input to output port" \
    hold_violations 0 \
    fin_setup_tns_ns 0 \
    yosysSeqAreaShare 0 \
    cap_violations 0 \
    min_period_ns 15.30 \
    n_clock_buffer 0 \
    ff_count 0 \
    layout-drive-gt1-share 0.272 \
    area_growth_pct 26.8 \
    yosys_cells 567 \
    regArea_um2 0 \
    vias_per_cell 5.96 \
    routed.top_layer "met4" \
    end_kind "output port" \
    vias 4446 \
    crit_slowest_cell "clkdlybuf4s50_1" \
    core_um2 9280 \
    synth_cell_types 104 \
    grt_pass1_wl_um 17500 \
    rows 35 \
    tightest_slew_ns 0.723 \
    drc 0 \
    wl_met2_um 4850 \
    fill_cells 843 \
    gp_congestion 0.932 \
    hp-class "primary input to output port" \
    slew_headroom 0.516 \
    hold_path_depth 0 \
    wire_per_inst_um 14.0 \
    preCtsSetupSlack_ns -0.121 \
    fin_crit_sh 0.969 \
    dr.first_iter.drc_count 284 \
    lay_top_count "nor2_1" \
    grt_max_degree 23 \
    yosysChipArea_um2 3980 \
    die_h_um 118 \
    dpl_cell_area_um2 4460 \
    outcome "finished clean" \
    slew_viol_final 0 \
    fmax_mhz 65.3 \
    syn_inst 567 \
    final_area_um2 5040 \
]
[layout make-up]
| type | count | area (um^2) | area share |
|---|---|---|---|
| Inverter | 34 | 133 | 0.0263 |
| Timing Repair Buffer | 78 | 674 | 0.134 |
| Tap cell | 129 | 161 | 0.0320 |
| Multi-Input combinational cell | 505 | 4070 | 0.808 |
[synth_stat cells, drive strengths merged, types with 7 or more instances]
| cell | n | area (um^2) |
|---|---|---|
| a211oi | 14 | 128 |
| a21o | 9 | 67.6 |
| a21oi | 41 | 231 |
| a31oi | 13 | 93.8 |
| and2 | 8 | 52.6 |
| buf | 12 | 87.6 |
| clkbuf | 16 | 60.1 |
| ha | 23 | 288 |
| inv | 32 | 125 |
| mux2 | 10 | 124 |
| mux2i | 23 | 234 |
| nand2 | 41 | 154 |
| nand2b | 7 | 43.8 |
| nand3 | 18 | 95.1 |
| nor2 | 61 | 236 |
| nor2b | 9 | 56.3 |
| nor3 | 17 | 90.1 |
| o211a | 7 | 70.1 |
| o211ai | 16 | 144 |
| o21ai | 34 | 185 |
| o22ai | 11 | 68.8 |
| xnor2 | 16 | 181 |
[per-stage QoR]
step / hold WS, ns / util
CTS: 6.32 / 0.486
detailed placement: 6.32 / 0.480
global placement: 6.32 / 0.480
finish: 6.32 / 0.543
floorplan: 6.35 / -
global route: 6.32 / 0.543
[worst max-delay path by stage]
stage | slack (ns) | to | cells past startpoint | startpoint
5_1_grt | -0.03 | bcd[8] | 47 | bin[12]
6_report | 0.50 | bcd[8] | 47 | bin[12]
4_1_cts | 0.02 | bcd[8] | 49 | bin[12]
[metal layers]
| metal | vias up | track usage |
|---|---|---|
| li1 | 2314 | - |
| met4 | 0 | 0.0108 |
| met3 | 6 | 0.00826 |
| met2 | 52 | 0.223 |
| met1 | 2074 | 0.199 |
| met5 | - | 0 |
[critical path, delay by kind of cell]
family / cells / cell delay, ns
buffers and inverters: 11 / 1.75
AND/OR/NAND/NOR: 12 / 2.40
XOR/XNOR: 3 / 0.63
adder cells (fa/ha/maj): 8 / 1.71
multiplexers: 1 / 0.26
AND-OR/OR-AND: 12 / 2.23
[logic make-up (layout without fill, tap and decap cells)]
logic type | after synthesis | in the layout | synth area share
AND-OR/OR-AND | 228 | 228 | 0.448
AND/OR/NAND/NOR | 198 | 198 | 0.252
buffers and inverters | 62 | 112 | 0.0705
multiplexers | 33 | 33 | 0.0900
adder cells (fa/ha/maj) | 25 | 25 | 0.0777
XOR/XNOR | 21 | 21 | 0.0620
[repair_timing]
| action | CTS | global route |
|---|---|---|
| gates resized | 7 | 71 |
| pin swaps | 1 | 31 |
| hold buffers | 0 | 0 |
| setup buffers | 2 | 23 |
| endpoints found under the setup margin | 8 | 11 |
