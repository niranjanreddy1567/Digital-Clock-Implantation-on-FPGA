$ cat flow/run.sh
#!/bin/bash
# OpenROAD 26Q1-2900-gdf79404cd8, Yosys 0.63+post, stock flow scripts
make -C /OpenROAD-flow-scripts/flow DESIGN_CONFIG=/design/flow/config.mk WORK_HOME=/design/flow/orfs finish
$ cat flow/design.v
module bcd_segment7_1digit(bcd, seg);    
    input [3:0] bcd;
    output reg [6:0] seg;
    always @(bcd)
    begin
        case (bcd)  
            0 : seg = 7'b0000001;
            1 : seg = 7'b1001111;
            2 : seg = 7'b0010010;
            3 : seg = 7'b0000110;
            4 : seg = 7'b1001100;
            5 : seg = 7'b0100100;
            6 : seg = 7'b0100000;
            7 : seg = 7'b0001111;
            8 : seg = 7'b0000000;
            9 :  seg = 7'b0000100;
            10 : seg = 7'b0001001;
            11 : seg = 7'b1100000;
            12 : seg = 7'b0110000;
            13 : seg = 7'b1000010;
            14 : seg = 7'b0110000;
            15 : seg = 7'b0111000;
        endcase
    end
endmodule
$ cat flow/config.mk
export PLATFORM = sky130hd
export DESIGN_NAME = bcd_segment7_1digit
export DESIGN_NICKNAME = bcd_segment7_1digit
export VERILOG_FILES = /design/flow/design.v
export SDC_FILE = /design/flow/constraint.sdc
export NUM_CORES = 4
export LEC_CHECK = 1
export CORE_AREA = 10 10 70 70
export DIE_AREA = 0 0 80 80
$ cat flow/constraint.sdc
current_design bcd_segment7_1digit

set clk_period 1.3
set clk_io_pct 0.2

create_clock -name clk0 -period $clk_period

set non_clock_inputs [all_inputs -no_clocks]
set_input_delay [expr $clk_period * $clk_io_pct] -clock clk0 $non_clock_inputs
set_output_delay [expr $clk_period * $clk_io_pct] -clock clk0 [all_outputs]
==> node_exporter_impl.prom <==
# HELP chip_impl_metric Synthesis and place-and-route metrics
# TYPE chip_impl_metric gauge
chip_impl_metric{name="track_usage",unit=""} 0.0284
chip_impl_metric{name="p_leak",unit="nW"} 0.277
chip_impl_metric{name="report.power.total",unit="mW"} 0.181
chip_impl_metric{name="num_rows",unit=""} 21
chip_impl_info{name="worstSetupEndpointType",value="primary output"} 1
chip_impl_info{name="violations",value="negative setup slack"} 1
chip_impl_metric{name="relSlewSlack",unit=""} 0.918
chip_impl_metric{name="setup_violations",unit=""} 6
chip_impl_metric{name="drt_first_iter_violations",unit=""} 17
chip_impl_metric{name="initial_antenna_violation_count",unit=""} 0
chip_impl_metric{name="ir_worst_vdd",unit="V"} 0.0000523
chip_impl_metric{name="drcViolationCount",unit=""} 0
chip_impl_metric{name="port_buffers",unit=""} 11
chip_impl_metric{name="hold_buffers",unit=""} 0
chip_impl_metric{name="fillerInstances",unit=""} 367
chip_impl_metric{name="drv_slew",unit=""} 0
chip_impl_metric{name="n_sequential_cell",unit=""} 0
chip_impl_info{name="worstSetupStartpointType",value="input pin"} 1
chip_impl_metric{name="grt_remaining_overflow",unit=""} 0
chip_impl_metric{name="synthesis.instances",unit=""} 33
chip_impl_metric{name="drt.antenna.violating_nets",unit=""} 0
chip_impl_metric{name="yosys_warnings",unit=""} 1
chip_impl_metric{name="avgViaCountPerCell",unit=""} 3.05
chip_impl_metric{name="core_region_area",unit="sq um"} 3420
chip_impl_metric{name="vias",unit=""} 317
chip_impl_info{name="synthTopLogicFamily",value="adder cells"} 1
chip_impl_metric{name="power_density",unit="nW/um^2"} 280
chip_impl_metric{name="post_synth_and_or_nand_nor_area_fraction",unit=""} 0.167
chip_impl_info{name="highest_count_logic_cell_in_the_final_layout",value="sky130_fd_sc_hd__buf_2"} 1
chip_impl_metric{name="die_y",unit="microns"} 80
chip_impl_metric{name="postLayoutCoreUtil",unit=""} 0.189
chip_impl_metric{name="first_pass_grt_wire_length",unit="mm"} 1.57
chip_impl_metric{name="drive_above_1_share",unit=""} 0.741
chip_impl_metric{name="post-route-worst-setup-slack",unit="ns"} -0.195
chip_impl_metric{name="dpl.cell_count",unit=""} 98
chip_impl_metric{name="totalWireLength",unit="microns"} 912
chip_impl_metric{name="fin_crit_sh",unit=""} 1.15
chip_impl_metric{name="place_congestion",unit=""} 0.788
chip_impl_metric{name="tool_warnings",unit=""} 40
chip_impl_metric{name="grt_max_degree",unit=""} 11
chip_impl_metric{name="max_clock_freq",unit="MHz"} 669
chip_impl_metric{name="layout.area.seq",unit="sq um"} 0
chip_impl_info{name="final_cell_mix",value="9 x sky130_fd_sc_hd__buf_2, 8 x sky130_fd_sc_hd__buf_6, 7 x sky130_fd_sc_hd__buf_4, 6 x sky130_fd_sc_hd__ha_4, 3 x sky130_fd_sc_hd__mux2i_1"} 1
chip_impl_metric{name="fp.dieW",unit="microns"} 80
chip_impl_metric{name="chipArea",unit="sq um"} 6400
chip_impl_metric{name="period_needed",unit="ns"} 1.49
chip_impl_metric{name="instances_no_fill",unit=""} 104
chip_impl_metric{name="post_synth_fa_ha_maj_area_fraction",unit=""} 0.317
chip_impl_metric{name="wl_per_cell",unit="microns"} 8.77
chip_impl_info{name="outcome",value="finished, violations left"} 1
chip_impl_metric{name="netlist-cell-type-count",unit=""} 19
chip_impl_metric{name="post-dp-hpwl",unit="microns"} 640
chip_impl_metric{name="yosysChipArea",unit="sq um"} 277
chip_impl_metric{name="xor_area_frac",unit=""} 0
chip_impl_metric{name="area_grow_syn2layout",unit="%"} 134
chip_impl_metric{name="worst-endpoint-arrival",unit="ns"} 1.23
chip_impl_metric{name="insertedDiodeCount",unit=""} 0
chip_impl_metric{name="num-clock-buffers",unit=""} 0
chip_impl_metric{name="detailedRoute.firstPassIterationCount",unit=""} 2
chip_impl_metric{name="fp_util",unit=""} 0.0810
chip_impl_metric{name="number_of_cell_instances_after_yosys_synthesis",unit=""} 33
chip_impl_info{name="timing_worst_setup_path_type",value="in -> out"} 1
chip_impl_metric{name="via_count_of_the_first_global_routing_pass",unit=""} 339
chip_impl_metric{name="synth.cell_area",unit="sq um"} 277
chip_impl_metric{name="synthMuxAreaShare",unit=""} 0.190
chip_impl_metric{name="aoi_share",unit=""} 0.226
chip_impl_info{name="cp_cell_sequence",value="buf_8 -> inv_8 -> ha_4 -> inv_2 -> mux4_2 -> buf_2"} 1
chip_impl_info{name="grt_setup_unrepaired",value="true"} 1
chip_impl_metric{name="syn-mean-instance-area",unit="sq um"} 8.38
chip_impl_info{name="worst_hold_path_type",value="in -> out"} 1
chip_impl_metric{name="critical_path_peak_fanout",unit=""} 3
chip_impl_metric{name="critical-path-max-stage-delay",unit="ns"} 0.44
chip_impl_metric{name="io-pin-count",unit=""} 11
chip_impl_info{name="cpMaxStageDelayCell",value="sky130_fd_sc_hd__mux4_2"} 1
chip_impl_metric{name="ys_seq_share",unit=""} 0
chip_impl_metric{name="cp.required",unit="ns"} 1.04
chip_impl_metric{name="max_slew.worst_pin.slew",unit="ns"} 0.120
chip_impl_metric{name="hold_viol",unit=""} 0
chip_impl_metric{name="drv_cap",unit=""} 0
-- metrics by stage --
step	area, sq um	TNS, ns	worst slack [ns]	hold slack, ns
2_1_floorplan	277	0	0.0163	0.620
3_3_place_gp	503	-5.94	-0.969	1.65
3_5_place_dp	503	-5.97	-0.958	1.64
4_1_cts	627	-0.516	-0.185	0.971
5_1_grt	647	-0.760	-0.229	1.00
6_report	647	-0.454	-0.195	0.965
-- final cells by class --
| class | instances | area [sq um] | share of cell area |
|---|---|---|---|
| Multi-Input combinational cell | 28 | 342 | 0.528 |
| Timing Repair Buffer | 27 | 226 | 0.350 |
| Tap cell | 46 | 57.6 | 0.0890 |
| Inverter | 3 | 21.3 | 0.0329 |
-- final timing paths --
check               from      to  slack, ns  depth (start not counted)
setup / recovery  bcd[0]  seg[3]      -0.19                          6
hold / removal    bcd[1]  seg[5]       0.97                          4
-- critical path, delay by kind of cell --
| kind | cells | cell delay, ns |
|---|---|---|
| adder cells (fa/ha/maj) | 1 | 0.25 |
| multiplexers | 1 | 0.44 |
| buffers and inverters | 4 | 0.28 |
-- power by group --
group | leakage, nW | switching, mW | internal (mW)
clock network | 0 | 0 | 0
registers | 0 | 0 | 0
logic | 0.277 | 0.0749 | 0.106
-- synthesized netlist by cell type --
master / instances / area [sq um]
sky130_fd_sc_hd__nand2_2: 1 / 6.26
sky130_fd_sc_hd__buf_2: 1 / 5.00
sky130_fd_sc_hd__a211oi_2: 1 / 12.5
sky130_fd_sc_hd__ha_1: 7 / 87.6
sky130_fd_sc_hd__nor2_2: 1 / 6.26
sky130_fd_sc_hd__o21ai_2: 1 / 8.76
sky130_fd_sc_hd__nand2b_1: 3 / 18.8
sky130_fd_sc_hd__o21ai_1: 1 / 5.00
sky130_fd_sc_hd__o211ai_1: 1 / 7.51
sky130_fd_sc_hd__buf_6: 1 / 11.3
sky130_fd_sc_hd__nor2_1: 3 / 11.3
sky130_fd_sc_hd__mux2i_1: 3 / 30.0
sky130_fd_sc_hd__inv_1: 3 / 11.3
sky130_fd_sc_hd__o21a_1: 1 / 7.51
sky130_fd_sc_hd__a21oi_1: 1 / 5.00
sky130_fd_sc_hd__mux4_2: 1 / 22.5
sky130_fd_sc_hd__a32o_1: 1 / 10.0
sky130_fd_sc_hd__a31oi_1: 1 / 6.26
sky130_fd_sc_hd__nand2_1: 1 / 3.75
-- repair_timing --
action | CTS | global route
endpoints found under the setup margin | 7 | 7
setup buffers | 4 | 1
resized | 62 | 6
hold endpoints to repair | 0 | 0
gates cloned | 1 | 0
pin swaps | 7 | 8
-- cells by family (layout without fill, tap and decap cells) --
family,after synthesis,in the layout
AND/OR/NAND/NOR,9,9
AND-OR/OR-AND,8,8
adder cells (fa/ha/maj),7,7
buffers and inverters,5,30
multiplexers,4,4
-- layer usage --
layer	global-route usage	vias up	wire length, microns
met3	0.00909	0	84
met5	0	-	0
met4	0	0	0
met1	0.0324	141	406
li1	-	167	-
met2	0.0530	9	421
No activity file was given, so power comes from the tool's default toggle rates.
